<file path="/design/flow/design.v">
module ClockAndQuery                                                             
 (input  wire clock,                                                             
  input  wire reset,                                                             
  input  wire inw,                                                               
  output reg out);                                                              
  parameter integer NSize = 4;                                                   
  reg[NSize:0] ip      = 0;                                                      
  integer      state   = 0;                                                      
  reg[NSize:0] address = 0;                                                      
  reg[NSize:0] got     = 0;                                                      
  always @(posedge(clock)) begin                                                 
    state <= (reset ? 0 : (state + 1) % (1 + NSize));                                                         
    got   <= 11;
    if (reset) begin                                                             
      ip  <= 0;
    end
    else if ((reset ? 0 : (state + 1) % (1 + NSize)) == NSize) begin                                          
      ip  <= ip + 1'b1;
    end
    else begin                                                                   
      address[(reset ? 0 : (state + 1) % (1 + NSize))] <= inw;
      out                 <= got[(reset ? 0 : (state + 1) % (1 + NSize))];
    end
  end
endmodule
</file>
<file path="/design/flow/constraint.sdc">
current_design ClockAndQuery

set clk_period 23.6
set clk_io_pct 0.2

create_clock -name clk0 -period $clk_period [get_ports {clock}]

set non_clock_inputs [all_inputs -no_clocks]
set_input_delay [expr $clk_period * $clk_io_pct] -clock clk0 $non_clock_inputs
set_output_delay [expr $clk_period * $clk_io_pct] -clock clk0 [all_outputs]
</file>
<file path="/design/flow/run.sh">
#!/bin/bash
# OpenROAD 26Q1-2900-gdf79404cd8, Yosys 0.63+post, stock flow scripts
make -C /OpenROAD-flow-scripts/flow DESIGN_CONFIG=/design/flow/config.mk WORK_HOME=/design/flow/orfs finish
</file>
<file path="/design/flow/config.mk">
export PLATFORM = sky130hd
export DESIGN_NAME = ClockAndQuery
export DESIGN_NICKNAME = ClockAndQuery
export VERILOG_FILES = /design/flow/design.v
export SDC_FILE = /design/flow/constraint.sdc
export NUM_CORES = 4
export LEC_CHECK = 1
export CORE_UTILIZATION = 30
</file>
==> Slide: Implementation Results <==
Flow Results at a Glance

Job
  • Tool warnings: 28
  • Max cap viols: 0

Clock network
  • Late-Pin Clk Latency: roughly 0.27 ns
  • TritonCTS clock tree: yes
  • H-tree levels: 2
  • Total CTS buffers: 5
  • Clock Sink Count: 34
  • CTS resizes: 0
  • Max Buffers Root-to-Sink: 2
  • Cts hold-fix bufs: 0
  • Count of buffers added by post-CTS timing repair for setup: 0
  • Cell chosen for the clock root: sky130_fd_sc_hd__clkbuf_16
  • Clock slew at reported path FFs: 0.05 ns

Setup path
  • Start-to-end type of the worst setup path: flop to flop
  • Worst setup startpoint: state[0]
  • Worst endpoint required time: 23.56 ns
  • Critical Path AT: about 18 ns
  • Instance count on the critical path: approximately 54
  • Cell family with the largest share of critical-path delay: AND-OR/OR-AND gates
  • Element type at the critical path end: flop
  • Reg2Reg Depth: 54
  • Cell at the slowest stage of the critical path: sky130_fd_sc_hd__dfxtp_1
  • Reg-to-reg startpoint: state[0]
  • Most common cell type on the critical path: sky130_fd_sc_hd__nor2_1
  • Worst path max stage delay: around 0.75 ns
  • Crit path launch type: flop
  • Critical path buffer and inverter count: 2
  • Crit path max fanout: 23

Floorplan
  • FP Util: 30.89%
  • Die area: 25,900 um2
  • I/O pin count: 4
  • Horizontal die dimension: ~160 um
  • Num rows: 57
  • Chip Height: between 150 and 200 um
  • Core region area: between 20,000 and 25,000 um2

Yosys
  • Synth warnings: 1
  • Register share after synthesis: just over 9%
  • Simple logic cell fraction of the synthesized area: roughly a third
  • Post-synth tally of flip-flops with integrated enable: 1
  • Netlist cell types: between 100 and 150
  • Compound Share, Synth: 37.35%
  • Post-Synthesis Cells: 1,088
  • Xor+xnor area frac: 11.67%
  • Total cells reported by yosys after synthesis: 1,088
  • Most used flip-flop cell: sky130_fd_sc_hd__dfxtp_1
  • Synth logic family: AND-OR/OR-AND gates
  • Mean area per synthesized cell: 6.964 um2
  • Async set or reset register ratio after synthesis: 0%
  • Area fraction in full adders, half adders and majority gates: 1.222%
  • MUX share of area: 2.692%
  • Chip area in the Yosys report: 7577 um2
  • Netlist area before placement: 7577 um2
  • #FFs+latches synth: 34

Final timing
  • Final worst-path setup slack: 6.005 ns
  • Setup-violating endpoint count in the final report: 0
  • Skew final: 0.004209 ns
  • Unrepaired setup endpoints after global routing: false
  • Worst Tran Pin Value: 0.9152 ns
  • Final hold violation count: 0
  • Final critical delay including setup and external delays: 17.59 ns
  • Fmax: approximately 57 MHz
  • Period utilisation layout: 74.55%
  • Max-slew headroom at the worst pin: 38.55%
  • Setup TNS: 0 ns
  • Final count of pins violating max slew: 0

Worst hold path
  • Min-Delay Path Class: flop to flop
  • Cell depth of the worst hold path: 1
  • Hold Startpoint: got[0]

Cells and area
  • Most frequent standard cell in the layout excluding fill and tap cells: sky130_fd_sc_hd__nor2_1
  • Share of cells above drive strength 1: 9.914%
  • Most frequent cells in the layout: sky130_fd_sc_hd__nor2_1, sky130_fd_sc_hd__nand2_1, sky130_fd_sc_hd__xnor2_1
  • Final non-filler cell area: around 8000 um2
  • Area used by sequential logic in the layout: ~690 um2
  • Area growth from synthesis to layout: 5.433%
  • Fill cell instance count of the final layout: 2,668
  • Area of the multi-input gates: 6505 um2
  • Final core area utilization: 32.56%

Routing
  • Wirelength per Cell: 14.60 um
  • Remaining design rule violation count: 0
  • 1st-iter DRT viols: 789
  • DR vias: 8,186
  • 1st-pass router iterations: 7
  • Via-to-Cell Ratio: between 5 and 6
  • Antenna-violating nets left: 0
  • DRT Wirelength: 20,050 um
  • Final antenna diode count: 0

Placement
  • Pre-CTS setup slack: 6.263 ns
  • Count of port buffers added during placement: 2
  • DP Wirelength: 14,750 um
  • Total cell area at the placement stage: 7839 um2
  • Final weighted congestion in routability-driven placement: 0.8704

Global routing
  • Global routing's busiest layer: met1
  • Met1 Track Usage GR: 24.55%
  • Met3 GRT Util: less than 1%
  • Via count of the first global-routing pass: 7,037
  • Wire length of the first global-routing pass: 34,490 um
  • Residual overflow from global routing: 0
  • Antenna violations before repair: 0
  • Met2 Use GR: a little under a quarter
  • Maximum number of pins on one net before global-route repair: 36
  • Global router's overall resource usage: 15.27%

Run status
  • Outcome: finished clean
[Yosys cell counts (29+ instances only)]
cell type	instances	area, um2
sky130_fd_sc_hd__nor3_1	55	275.3
sky130_fd_sc_hd__nor2_1	118	442.9
sky130_fd_sc_hd__dfxtp_1	33	660.6
sky130_fd_sc_hd__o21ai_0	48	240.2
sky130_fd_sc_hd__a21oi_1	45	225.2
sky130_fd_sc_hd__nand2_1	111	416.7
sky130_fd_sc_hd__a31oi_1	30	187.7
sky130_fd_sc_hd__xnor2_1	75	656.9
sky130_fd_sc_hd__nand4_1	29	181.4
sky130_fd_sc_hd__clkbuf_1	42	157.7
sky130_fd_sc_hd__a211oi_1	29	217.7
sky130_fd_sc_hd__nand3_1	35	175.2
[cell type report]
cell class | count | share of cell area, %
Clock buffer | 6 | 1.738
Tap cell | 324 | 5.074
Inverter | 12 | 0.5638
Timing Repair Buffer | 25 | 2.412
Multi-Input combinational cell | 970 | 81.43
Clock inverter | 2 | 0.1410
Sequential cell | 34 | 8.645
[through the flow]
| step | hold slack, ns | cells |
|---|---|---|
| after floorplan | 0.5076 | 1088 |
| after global placement | 0.5164 | 1365 |
| after detailed placement | 0.5241 | 1365 |
| after CTS | 0.5443 | 1373 |
| after global routing | 0.5681 | 1373 |
| final | 0.5440 | 1373 |
[worst register-to-register path, delay by kind of cell (launching register included)]
kind | cells | cell delay, ns
adders and majority gates | 4 | 1.29
muxes | 2 | 0.87
and+or+nand+nor | 19 | 5.72
DFF | 1 | 0.75
buffers and inverters | 2 | 0.18
AOI/OAI and AO/OA | 25 | 7.74
xor gates and xnor gates | 2 | 0.74
[flip-flops by register name (all words and copies together) (netlist names)]
name / flops
state: 32
got: 1
out: 1
[cells by family (layout without fill, tap and decap cells)]
group	Yosys count	in the layout
compound gates	369	369
mux	19	19
simple gates	472	472
xor+xnor	101	101
other cells	1	1
buf+inv	84	45
fa+ha+maj	8	8
flops	34	34
[metal layers]
layer,up-vias,share of wire (%),wire [um]
li1,4162,-,-
met1,3839,52,10370
met2,177,45,8946
met3,8,3.3,670
met4,0,0.32,65
met5,-,0,0
[final timing paths]
check,slack (ns),end
max,6.01,out
max reg2reg,6.01,out
min reg2reg,0.54,out
min,0.54,out
