### design/flow/run.sh
#!/bin/bash
# OpenROAD 26Q1-2900-gdf79404cd8, Yosys 0.63+post, stock flow scripts
make -C /OpenROAD-flow-scripts/flow DESIGN_CONFIG=/design/flow/config.mk WORK_HOME=/design/flow/orfs finish
### design/flow/constraint.sdc
current_design CircularBuffer

set clk_period 4.4
set clk_io_pct 0.2

create_clock -name clk0 -period $clk_period [get_ports {clock}]

set non_clock_inputs [all_inputs -no_clocks]
set_input_delay [expr $clk_period * $clk_io_pct] -clock clk0 $non_clock_inputs
set_output_delay [expr $clk_period * $clk_io_pct] -clock clk0 [all_outputs]
### design/flow/design.v
module CircularBuffer                                                            
 (input  wire           clock,                                                   
  input  wire[1:0]      action,                                                  
  input  wire[NWidth:0] in,                                                      
  output wire[NSize :0] inRemainder,                                             
  output wire[NWidth:0] out,                                                     
  output wire[NSize :0] outRemainder);                                           
  parameter integer NSize  = 3;                                                  
  parameter integer NWidth = 6;                                                  
  reg [NWidth:0] buffer[(1<<NSize)];                                             
  reg[1:0]      action2;                                                         
  reg[NWidth:0] inR;
  reg[NSize :0]  inRemainderR;                                                   
  reg[NSize :0] outRemainderR;
  reg[NWidth:0] outR;
  reg[NSize-1:0] pos1, pos2;                                                      
  reg[NSize-1:0] end1, end2;                                                      
  assign inRemainder   = inRemainderR;                                           
  assign out           = outR;
  assign outRemainder  = outRemainderR;
  always @(posedge clock) begin                                                  
    action2    <= action;
    inR        <= in;
    pos2       <= pos1;
    end2       <= end1;
  end
  always @(negedge clock) begin                                                  
    if (action2 == 1) begin                                                      
      pos1 <= 0;
      end1 <= 0;
      outRemainderR <= 0;
      inRemainderR  <= 1'b1 << NSize;
    end
    else if (action2 == 2  && ((end2 + 1'b1) & ((1'b1<<NSize)-1'b1)) != pos2) begin
      buffer[end2]   <= inR;
      end1           <=       ((end2 + 1'b1) & ((1'b1<<NSize)-1'b1));
      outRemainderR  <= end2 >= pos2 ? end2+1'b1 - pos2 : (1'b1<<NSize) - pos2 + end2 - 1'b1;
       inRemainderR  <= end2 <= pos2 ? (1'b1<<NSize)- end2 + pos2 - 1'b1 : (1'b1<<NSize) - end2 + pos2 - 1'b1;
    end
    else if (action2 == 3 && ((pos2 + 1'b1)  & ((1'b1<<NSize)-1)) != end2) begin
      outR           <= buffer[pos2  & ((1'b1<<NSize)-1'b1)];
      pos1           <=  (pos2 + 1'b1)  & ((1'b1<<NSize)-1'b1);
      outRemainderR  <= end2 >= pos2 ? end2 - pos2 - 1'b1 : (1'b1<<NSize) - pos2 + end2 - 1'b1;
       inRemainderR  <= end2 <= pos2 ? (1'b1<<NSize) - end2 + pos2 - 1'b1 : (1'b1<<NSize) - end2 + pos2 + 1'b1;
    end
  end
endmodule
### design/flow/config.mk
export PLATFORM = sky130hd
export DESIGN_NAME = CircularBuffer
export DESIGN_NICKNAME = CircularBuffer
export VERILOG_FILES = /design/flow/design.v
export SDC_FILE = /design/flow/constraint.sdc
export NUM_CORES = 4
export LEC_CHECK = 1
export CORE_UTILIZATION = 30
==> run notes <==
impl run done, here's what came out: hold buffers post-CTS 0, RePlAce Congestion ~0.85, Critical-path top delay cell clkdlybuf4s50_1, Ant. Diodes 0, Chip Area, Yosys approximately 3800 um^2, main area contributors edfxtp_1 (50%), dfxtp_1 (15%), mux4_2 (8.3%), Pwr per Cell Area roughly 740 nW/um^2, floorplan utilization 0.312, Largest stage delay, worst path roughly 470 ps, Slew HR 0.610, GR Util All Layers 0.128, worst path cell trace clkdlybuf4s50_1, drt wl/cell 13.0 um, Post-Syn Instances 261, die area 13100 um^2, Setup CP Type flop to output pin, Vias/cell approximately 4.3, Slew Viols, Final 0, setup TNS 0 ps, Final Hold Violation Tally 0, CP Data Required Time between 3000 and 4000 ps, Psw between 1 and 1.5 mW, Max VDD drop between 0.2 and 0.25 mV, clock share of power 0.272, area fraction in xor and xnor cells 0.0267, Slew @ Worst Pin roughly 580 ps, switching share of power 0.363, # Max-Cap Violations 0, synth unique cells 37, area grow syn2layout 35.8%, Adder Area Share 0.0587, share of layout cells above drive strength 1 0.198, internal power roughly 2.4 mW, Simple Share, Synth 0.0792, ys flops between 90 and 100, largest net degree at the start of global routing 17, Root Buffer clkbuf_16, Post-DRT Antenna Nets 0, DRT iter0 DRCs roughly 79, Cell Area, Synth ~3800 um^2, Arr. time, crit path approximately 3400 ps, Final setup viols 0, HP Class flop to flop, startpoint type of the worst setup path flop, Lkg Pwr 2.14 nW, CP top delay family buffers and inverters, TritonRoute pass-1 iters 4, unrepaired setup endpoints after global routing no, Final Instance Area ~5100 um^2, Reg clk slew, reported paths around 40 ps, PostCTS Resize Cnt 0, most frequent cells in the layout inv_1 (88), edfxtp_1 (63), nand2_1 (30), Cell Rows 40, Commonest Layout Cell inv_1, Clock Skews 66.1 ps, Die Y roughly 110 um, status completed, Port Buffers 24, H-tree Lvls 3, Synth area leader edfxtp_1, initial antenna violation count 0, clock buffer depth 2, DRT Wirelength 7.25 mm, worst-path fanout max 2, ys cells ~260, area share, top type 0.499, number of global-route vias before repair about 2500, stage-log warning count roughly 110, final core occ 0.423, sequential share of the synthesized area 0.647, Residual DRC 0, area post-placement 4550 um^2, CP bufs+invs 1, CTS Sinks between 90 and 100, largest family of logic cells by area multiplexers, Ys Warns 1, FILL cells between 1000 and 1500, Post-Synth AOI/OAI Area 0.0482, io pins 25, syn avg cell area around 15 um^2, via count of the routed design roughly 2400, clock buffers created by TritonCTS 9, DP HPWL approximately 5.0 mm, crit end category output pin, Core Region ~12000 um^2, Comb pwr share 0.419, CTS tree yes, die span in x approximately 110 um, post-CTS setup buffer count 0, MUX area fraction 0.110, sequential share of power 0.309, Skew-Pair Late Insertion Delay ~400 ps, first-pass GRT wire length between 10 and 15 mm, Overflow after GRT 0
[final timing paths]
kind | start | to | slack (ps) | cells past startpoint
worst min register to register | end1[1] | end1[1] | 460 | 2
worst max-delay path | inRemainderR[3] | inRemainder[3] | 110 | 1
worst min-delay path | end1[1] | end1[1] | 460 | 2
worst max register to register | pos2[2] | outRemainderR[3] | 160 | 8
[per-layer routing]
| layer | GRT usage | wire length (um) |
|---|---|---|
| met2 | 0.187 | 3330 |
| met3 | 0.0631 | 449 |
| met4 | 0.0312 | 110 |
| met5 | 0 | 0 |
| met1 | 0.178 | 3360 |
[registers in the layout, indices dropped and copies added, names as in the netlist]
signal and count:
buffer 56, inR 7, outR 7, inRemainderR 4
end1 3, end2 3, outRemainderR 3, pos1 3
pos2 3, action2 2
[cell usage after synthesis (all sizes together)]
| cell type | instances |
|---|---|
| edfxtp | 63 |
| clkinv | 1 |
| o22ai | 2 |
| nand2 | 31 |
| buf | 7 |
| nor3b | 1 |
| a21oi | 11 |
| o21ai | 4 |
| clkbuf | 3 |
| nor3 | 7 |
| nand2b | 4 |
| a21o | 2 |
| mux2 | 2 |
| a2bb2oi | 1 |
| nor4 | 3 |
| xnor2 | 5 |
| nand3 | 2 |
| fa | 3 |
| a211oi | 4 |
| inv | 15 |
| ha | 13 |
| xnor3 | 1 |
| mux2i | 8 |
| and3 | 2 |
| xor2 | 4 |
| mux4 | 14 |
| nor2b | 3 |
| dfxtp | 28 |
| nor2 | 15 |
| a31oi | 2 |
[power groups by stage]
stage	logic (mW)	registers, mW	clock network [mW]
after CTS	1.60	1.18	1.07
after global routing	1.79	1.20	1.15
final	1.60	1.18	1.04
[area by class of cell]
| class | count | area (um^2) | area share |
|---|---|---|---|
| flip-flops and latches | 91 | 2460 | 0.478 |
| multi-input cells | 144 | 1380 | 0.268 |
| repair buffers | 46 | 443 | 0.0860 |
| clock inverters | 82 | 367 | 0.0712 |
| clock buffers | 10 | 229 | 0.0445 |
| well taps | 168 | 210 | 0.0408 |
| inverters | 15 | 58.8 | 0.0114 |
[logic make-up after synthesis]
kind of cell               count (synthesis)
DFF                                       91
and+or+nand+nor                           68
AOI/OAI and AO/OA                         26
buffers and inverters                     26
muxes                                     24
adders and majority gates                 16
xor gates and xnor gates                  10
[per-stage QoR]
| stage | hold slack (ps) | std cells | setup slack (ps) | total power, mW |
|---|---|---|---|---|
| finish | 459 | 556 | 113 | 3.82 |
| global route | 474 | 556 | 1.32 | 4.14 |
| CTS | 455 | 556 | 100 | 3.86 |
| detailed placement | 451 | 465 | 113 | 2.89 |
| global placement | 451 | 465 | 105 | 2.87 |
| floorplan | 429 | 261 | 15.1 | 2.47 |
Power is estimated from default activity; no workload was simulated.
